===== design/flow/run.sh =====
#!/bin/bash
# OpenROAD 26Q1-2900-gdf79404cd8, Yosys 0.63+post, stock flow scripts
make -C /OpenROAD-flow-scripts/flow DESIGN_CONFIG=/design/flow/config.mk WORK_HOME=/design/flow/orfs finish

===== design/flow/config.mk =====
export PLATFORM = sky130hd
export DESIGN_NAME = mask532
export DESIGN_NICKNAME = mask532
export VERILOG_FILES = /design/flow/design.v
export SDC_FILE = /design/flow/constraint.sdc
export NUM_CORES = 4
export LEC_CHECK = 1
export CORE_AREA = 10 10 70 70
export DIE_AREA = 0 0 80 80

===== design/flow/constraint.sdc =====
current_design mask532

set clk_period 2.7
set clk_io_pct 0.2

create_clock -name clk0 -period $clk_period

set non_clock_inputs [all_inputs -no_clocks]
set_input_delay [expr $clk_period * $clk_io_pct] -clock clk0 $non_clock_inputs
set_output_delay [expr $clk_period * $clk_io_pct] -clock clk0 [all_outputs]

===== design/flow/design.v =====
`timescale 1ns / 1ps
module mask532
(
  input [4:0] 	n,
  input [31:0]  value_in,
  output [31:0] value_out
);
    wire [63:0] mask_large;
    wire [31:0] mask;
    assign mask_large = {{32{1'b1}}, {32{1'b0}}} >> n;
    assign mask = mask_large[31:0];
    assign value_out = value_in | mask;
endmodule

==> impl_metrics.env <==
# yosys + openroad results
export IMPL_worst_slew_margin_rel_pct=81.6
export IMPL_power_leakage_nw=0.460
export IMPL_critical_path_peak_fanout=4
export IMPL_p_per_area_mw_per_mm2=133
export IMPL_placed_area_mm2=0.00116
export IMPL_globalRouteOverflowTotal=0
export IMPL_syn_avg_cell_area_um2=6.16
export IMPL_grt_first_pass_wirelength_mm=3.74
export IMPL_critPathKind="primary input to primary output"
export IMPL_cpMostUsedCell="sky130_fd_sc_hd__clkdlybuf4s50_1"
export IMPL_hpwlAfterDp_mm=2.12
export IMPL_detail_route_iter0_violations=9
export IMPL_fraction_of_final_layout_cells_with_drive_strength_greater_than_1_pct=10.5
export IMPL_groute_layer_met1_usage_pct=9.23
export IMPL_portion_of_total_power_attributed_to_sequential_cells_pct=0
export IMPL_type_of_element_capturing_the_critical_path="primary output"
export IMPL_largest_net_degree_at_the_start_of_global_routing=22
export IMPL_timing_critical_path_required_ns=2.16
export IMPL_final_clkbuf_count=0
export IMPL_yosys_cells=66
export IMPL_dpl_worst_slack_ns=-0.119
export IMPL_least_setup_slack_across_all_paths_after_layout_ns=0.0701
export IMPL_synth_area_um2=407
export IMPL_max_cap_violations=0
export IMPL_maxSlewViolCount=0
export IMPL_worst_path_max_delay_cell="sky130_fd_sc_hd__clkdlybuf4s50_1"
export IMPL_top_usage_layer="met2"
export IMPL_power_clock_fraction_pct=0
export IMPL_setup_viol=0
export IMPL_synthesis_yosys_warnings=0
export IMPL_place_gp_congestion=0.744
export IMPL_core_area_mm2=0.00342
export IMPL_setup_tns_final_ns=0
export IMPL_layout_filler_cells=351
export IMPL_common_cells="sky130_fd_sc_hd__nor2_1, sky130_fd_sc_hd__clkbuf_1, sky130_fd_sc_hd__nand2_1"
export IMPL_cp_start_kind="primary input"
export IMPL_hold_fix_buffer_count_after_cts=0
export IMPL_finalNonFillerCells=179
export IMPL_worst_endpoint_arrival_ns=2.09
export IMPL_grt_pass1_vias=745
export IMPL_dp_cells=179
export IMPL_routed_via_count=724
export IMPL_grt_met2_usage_pct=11.4
export IMPL_status="complete, no violations"
export IMPL_rows=21
export IMPL_fin_area_mm2=0.00117
export IMPL_power_report_internal_total_mw=0.111
export IMPL_synthMostInstantiatedCell="sky130_fd_sc_hd__nor2_1"
export IMPL_drt_via_density=4.04
export IMPL_layout_area_seq_um2=0
export IMPL_top_cells_by_area="sky130_fd_sc_hd__nand2b_1, sky130_fd_sc_hd__a21o_1, sky130_fd_sc_hd__nor2_1"
export IMPL_postRouteAntennaNets=0
export IMPL_chip_area_mm2=0.00640
export IMPL_top_area_share_pct=7.69
export IMPL_yosys_cell_types_count=31
export IMPL_track_usage_pct=7.04
export IMPL_power_ir_vdd_worst_mv=0.0539
export IMPL_fin_util_pct=34.2
export IMPL_floorplan_die_width_um=80
export IMPL_slowest_delay_ns=0.43
export IMPL_final_period_minus_worst_setup_slack_ns=2.63
export IMPL_top_area_cell="sky130_fd_sc_hd__nand2b_1"
export IMPL_max_clock_freq_mhz=380
export IMPL_initial_antenna_violation_count=0
export IMPL_rsz0062_at_grt="no"
export IMPL_totalWireLength_mm=2.47
export IMPL_number_of_placed_i_o_pins=69
export IMPL_die_h_um=80
export IMPL_p_comb_share_pct=100.0
export IMPL_yosys_chip_area_um2=407
export IMPL_post_drt_wl_per_cell_um=13.8
export IMPL_warning_count=32
export IMPL_synth_cells=66
export IMPL_worst_slew_pin_slew_ns=0.272
export IMPL_met3_usage_pct=2.61
export IMPL_layout_stage_area_growth_over_the_synthesis_result_pct=187
export IMPL_proportion_of_synthesized_chip_area_in_sequential_cells_pct=0
export IMPL_numPortBuffers=67
export IMPL_fin_crit_sh_pct=97.4
export IMPL_min_path_type="primary input to primary output"
export IMPL_seq_cells=0
export IMPL_initial_core_util_pct=11.9
export IMPL_drc_errors=0
export IMPL_power_dissipated_by_switching_net_loads_mw=0.0439
export IMPL_detailedRoute_firstPassIterationCount=6
export IMPL_n_antenna_cell=0
export IMPL_final_hold_fails=0
export IMPL_timing_critical_path_cells="clkdlybuf4s50_1 -> or3_4 -> or3b_1 -> clkdlybuf4s50_1"
export IMPL_power_switching_fraction_pct=28.3
## area by class of cell
cell class,count,area (um2),share of cell area [%]
multi-input combinational,56,360,30.8
tap,46,57.6,4.93
timing repair buffer,77,751,64.2
## cell usage in the layout (no fill, tap or decap)
cell                              instances
sky130_fd_sc_hd__clkdlybuf4s50_1         62
sky130_fd_sc_hd__nor2_1                   8
sky130_fd_sc_hd__buf_4                    8
sky130_fd_sc_hd__nand2_1                  6
sky130_fd_sc_hd__nand2b_1                 5
sky130_fd_sc_hd__a21o_1                   4
sky130_fd_sc_hd__dlygate4sd2_1            4
sky130_fd_sc_hd__o21ai_0                  3
sky130_fd_sc_hd__a211o_1                  3
sky130_fd_sc_hd__o21bai_1                 3
sky130_fd_sc_hd__or3_4                    2
sky130_fd_sc_hd__or4_1                    2
sky130_fd_sc_hd__or3_1                    2
sky130_fd_sc_hd__o21ai_1                  2
sky130_fd_sc_hd__buf_6                    2
sky130_fd_sc_hd__or3b_1                   1
sky130_fd_sc_hd__or2_1                    1
sky130_fd_sc_hd__nor3_1                   1
sky130_fd_sc_hd__a2111o_1                 1
sky130_fd_sc_hd__and3_1                   1
sky130_fd_sc_hd__a311o_1                  1
sky130_fd_sc_hd__or2_2                    1
sky130_fd_sc_hd__o41ai_1                  1
sky130_fd_sc_hd__o31ai_1                  1
sky130_fd_sc_hd__a21oi_1                  1
sky130_fd_sc_hd__or2_0                    1
sky130_fd_sc_hd__o22a_1                   1
sky130_fd_sc_hd__a31o_1                   1
sky130_fd_sc_hd__a31o_2                   1
sky130_fd_sc_hd__nand3_1                  1
sky130_fd_sc_hd__a41o_1                   1
sky130_fd_sc_hd__dlymetal6s2s_1           1
## cell families after synthesis
kind of cell	Yosys count	synth area share (%)
AND-OR/OR-AND	24	44.9
AND/OR/NAND/NOR	32	42.5
buffers and inverters	10	12.6
## power by group through the flow
stage / Combinational [mW] / Sequential [mW] / Clock (mW)
after CTS: 0.157 / 0 / 0
after global routing: 0.171 / 0 / 0
final: 0.155 / 0 / 0
## critical path, delay by kind of cell
family	cells	cell delay, ns
buffers and inverters	2	0.85
AND/OR/NAND/NOR	2	0.70
## stage by stage
stage	total power [mW]	hold slack (ns)
after floorplan	0.0412	1.12
after global placement	0.157	1.08
after detailed placement	0.157	1.08
after CTS	0.157	1.08
after global routing	0.171	1.08
final	0.155	1.08
## layer usage
| metal | up-vias | share of wire (%) |
|---|---|---|
| met3 | 0 | 12 |
| met5 | - | 0 |
| met1 | 314 | 42 |
| li1 | 374 | - |
| met2 | 36 | 46 |
| met4 | 0 | 0 |
## what timing repair did
item	in CTS	in global routing
setup buffers	0	0
pin swaps	0	0
cloned	0	0
resized	4	4
setup endpoints to repair	8	3
## worst paths after layout
kind	start	endpoint	slack, ns	cells past startpoint
max	n[4]	value_out[29]	0.07	4
min	value_in[0]	value_out[0]	1.08	0
Power figures rest on the tool's default switching activity, not on a simulated workload.
